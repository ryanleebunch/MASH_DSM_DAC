==> /design/flow/config.mk <==
export PLATFORM = sky130hd
export DESIGN_NAME = mash_dac
export DESIGN_NICKNAME = mash_dac
export VERILOG_FILES = /design/flow/design.v
export SDC_FILE = /design/flow/constraint.sdc
export NUM_CORES = 4
export LEC_CHECK = 1
export CORE_UTILIZATION = 50
==> /design/flow/constraint.sdc <==
current_design mash_dac

set clk_period 8.0
set clk_io_pct 0.2

create_clock -name clk0 -period $clk_period [get_ports {clk}]

set non_clock_inputs [all_inputs -no_clocks]
set_input_delay [expr $clk_period * $clk_io_pct] -clock clk0 $non_clock_inputs
set_output_delay [expr $clk_period * $clk_io_pct] -clock clk0 [all_outputs]
==> /design/flow/design.v <==
module mash_dac
(
input clk,
input rst_n,
input [15:0] in,
output reg out
);
wire clk8;
reg [2:0] clkdiv;
wire clken;
reg clken_latched;
wire [3:0] sdm_out;
wire [3:0] sdm_comb;
reg [7:0] pwm_shift;
reg [7:0] pwmrom;
always @(posedge clk or negedge rst_n)
begin
  if(!rst_n)
  begin
    clkdiv <= 0;
  end
  else
  begin
    clkdiv <= clkdiv+1; 
  end
end
assign clken = clkdiv==0;
always @(clk or clken)
begin
  if(!clk)
    clken_latched = clken;
end
assign clk8 = clken_latched & clk;
mash_sdm
#(
.ACCUM_SIZE(16)
)
mash_sdm_i0
(
.clk(clk8),
.rst_n(rst_n),
.in({in[14:0],1'b1}),
.out(sdm_out)
);
reg msb_z1;
reg msb_z2;
reg msb_z3;
always @(posedge clk8 or negedge rst_n)   
begin
  if(!rst_n)
  begin
    msb_z1 <= 0;
    msb_z2 <= 0;
    msb_z3 <= 0;
  end
  else
  begin   
    msb_z1 <= in[15];
    msb_z2 <= msb_z1;
    msb_z3 <= msb_z2;  
  end
end
assign sdm_comb = {4{msb_z3}}+sdm_out;
always @(posedge clk8 or negedge rst_n)   
begin
  if(!rst_n)
  begin
    pwmrom <= 0; 
  end
  else
  begin   
    case(sdm_comb) 
      4'b0100: pwmrom <= 8'b11111111; 
      4'b0011: pwmrom <= 8'b11111110; 
      4'b0010: pwmrom <= 8'b11111100; 
      4'b0001: pwmrom <= 8'b11111000; 
      4'b0000: pwmrom <= 8'b11110000; 
      4'b1111: pwmrom <= 8'b11100000; 
      4'b1110: pwmrom <= 8'b11000000; 
      4'b1101: pwmrom <= 8'b10000000;    
      4'b1100: pwmrom <= 8'b00000000;                
      default: pwmrom <= 8'b11110000;  
    endcase    
  end
end
always @(posedge clk or negedge rst_n)   
begin
  if(!rst_n)
  begin
    pwm_shift <= 0; 
    out <= 0;
  end
  else
  begin
    pwm_shift <= clken ? pwmrom : {pwm_shift[6:0],1'b0};   
    out <= pwm_shift[7];
  end
end
endmodule
module mash_sdm
#(
parameter ACCUM_SIZE=16
)
(
input clk,
input rst_n,
input [ACCUM_SIZE-1:0] in,
output reg [3:0] out
);
reg [ACCUM_SIZE-1:0] accum1_reg;
reg [ACCUM_SIZE-1:0] accum2_reg;
reg [ACCUM_SIZE-1:0] accum3_reg;
wire [ACCUM_SIZE-1:0] accum1_sum;  
wire [ACCUM_SIZE-1:0] accum2_sum;
wire [ACCUM_SIZE-1:0] accum3_sum;
wire c1;
wire c2;
wire c3;
reg c1_z1;
reg c1_z2;
reg c2_z1;
reg c2_z2;
reg c3_z1;
reg c3_z2;
wire [3:0] seq_sum;
assign {c1,accum1_sum} = in+accum1_reg;
assign {c2,accum2_sum} = accum1_reg+accum2_reg;
assign {c3,accum3_sum} = accum2_reg+accum3_reg;
assign seq_sum = c1_z2+c2_z1-c2_z2+c3-2*c3_z1+c3_z2;
always @(posedge clk or negedge rst_n)
begin
  if(!rst_n)
  begin
    accum1_reg <= 0;  
    accum2_reg <= 0; 
    accum3_reg <= 0; 
    c1_z1      <= 0;
    c1_z2      <= 0;
    c2_z1      <= 0;
    c2_z2      <= 0;
    c3_z1      <= 0;
    c3_z2      <= 0;   
    out        <= 0; 
  end
  else
  begin
    accum1_reg <= accum1_sum;  
    accum2_reg <= accum2_sum; 
    accum3_reg <= accum3_sum; 
    c1_z1      <= c1;
    c1_z2      <= c1_z1;
    c2_z1      <= c2;
    c2_z2      <= c2_z1;
    c3_z1      <= c3;
    c3_z2      <= c3_z1;   
    out        <= seq_sum; 
  end
end
endmodule
==> /design/flow/run.sh <==
#!/bin/bash
# OpenROAD 26Q1-2900-gdf79404cd8, Yosys 0.63+post, stock flow scripts
make -C /OpenROAD-flow-scripts/flow DESIGN_CONFIG=/design/flow/config.mk WORK_HOME=/design/flow/orfs finish
==> results.sh <==
# source this file to load flow results
export IMPL_rows=34
export IMPL_die_w_microns=98.8
export IMPL_clk_pin_slew_ns=0.07
export IMPL_hold_viol=0
export IMPL_ff_type="dfrtp_1"
export IMPL_fp_util=0.527
export IMPL_cts_tree="built"
export IMPL_status="complete, no violations"
export IMPL_finalSetupViolCount=0
export IMPL_synth_edff_count=0
export IMPL_cp_arrival_ns=1.78
export IMPL_placed_cells=554
export IMPL_postCtsSetupRepairBufs=0
export IMPL_num_vias=3135
export IMPL_topCellsByArea="dfrtp_1 (43%), ha_1 (15%), xnor2_1 (5.1%)"
export IMPL_io_buffers=18
export IMPL_drc=0
export IMPL_diodes=0
export IMPL_die_h_microns=98.8
export IMPL_slew_headroom=0.534
export IMPL_synth_area_sq_um=4680
export IMPL_ys_top_cells_by_count="dfrtp_1 (81), ha_1 (56), a21oi_1 (35), inv_1 (27), xnor2_1 (27)"
export IMPL_drt_wirelength_per_cell_microns=13.4
export IMPL_yosys_stat_area_sq_um=4680
export IMPL_p_comb_frac=0.182
export IMPL_placed_area_sq_um=4980
export IMPL_worst_setup_path_start_kind="flop"
export IMPL_ys_cells=433
export IMPL_crit_path_end_kind="latch"
export IMPL_intPower_mw=0.183
export IMPL_place_ws_ns=2.91
export IMPL_design_area_sq_um=5360
export IMPL_synth_cell_type_count=49
export IMPL_yosysTopAreaCell="dfrtp_1"
export IMPL_cts_hold_buffers=0
export IMPL_p_total_mw=0.239
export IMPL_yosysTopAreaCellShare=0.433
export IMPL_fillCellCount=709
export IMPL_final_cells=580
export IMPL_ys_async_sr_fraction=0.988
export IMPL_clockPowerShare=0.547
export IMPL_setup_slack_ns=2.94
export IMPL_routed_wl_mm=7.75
export IMPL_drive_gt1_frac=0.0890
export IMPL_grtUsageTotal=0.182
export IMPL_overflow=0
export IMPL_ios=19
export IMPL_drtPass1Iterations=4
export IMPL_switchingPower_mw=0.0561
export IMPL_grt_max_degree=59
export IMPL_warnings=26
export IMPL_pwr_share_seq=0.271
export IMPL_swShare=0.234
export IMPL_ant_nets=0
export IMPL_tightestPinTransition_ns=0.699
export IMPL_grt_pass1_vias=3035
export IMPL_areaGrowthSynthToFinish_pct=14.5
export IMPL_cp_required_ns=4.73
export IMPL_worst_setup_path_type="flop to latch"
export IMPL_ys_warnings_count=2
export IMPL_grt_pass1_wl_mm=13.6
export IMPL_gp_congestion=0.849
export IMPL_ys_ff=82
export IMPL_synth_cells=433
export IMPL_cp_max_fo=9
export IMPL_cts_resized=0
export IMPL_die_area_sq_um=9750
export IMPL_setup_tns_ns=0
export IMPL_rsz0062_at_grt="no"
export IMPL_post_drt_via_cell_ratio=5.41
export IMPL_reg2reg_slack_ns=2.94
export IMPL_drtIter0Drc=92
export IMPL_report_final_slew_viol_count=0
export IMPL_fin_skew_ns=0.0159
export IMPL_power_density_nw_per_um2=44.6
export IMPL_p_leak_nw=2.55
export IMPL_ir_drop_mv=0.111
export IMPL_core_sq_um=8890
export IMPL_hold_path_class="flop to flop"
export IMPL_grt_antenna_before_repair=0
export IMPL_clock_latency_ns=0.66
export IMPL_drv_cap=0
export IMPL_hpwl_mm=5.75
export IMPL_top_cell="dfrtp_1"
export IMPL_syn_area_per_cell_sq_um=10.8
[layout make-up]
class                           count  area, sq um  area share
Timing Repair Buffer               19          185      0.0345
Inverter                           27          101      0.0189
Tap cell                          108          135      0.0252
Sequential cell                    82         2040       0.381
Multi-Input combinational cell    318         2510       0.469
Clock inverter                      5          106      0.0198
Clock buffer                       21          279      0.0520
[worst max-delay path: stages (launching register included)]
cell	delay [ns]
dfrtp_1	0.37
inv_1	0.08
ha_1	0.14
nor2b_1	0.54
[through the flow]
stage,hold slack [ns],util
finish,0.358,0.603
global route,0.366,0.603
CTS,0.363,0.603
detailed placement,0.227,0.560
global placement,0.227,0.560
floorplan,0.226,-
[cells in the final DEF, fill, tap and decap left out, types with 2 or more instances in the layout]
cell	count
ha_1	56
a41oi_1	2
a31oi_1	3
o21ai_0	8
nand3_1	8
a21o_1	16
bufinv_16	3
a211o_1	3
nor2_1	19
clkdlybuf4s50_1	17
nor2b_1	7
and2_1	7
o211ai_1	7
or2_2	3
o21a_1	5
clkbuf_8	20
or4_1	2
dfrtp_1	81
nor3_1	6
nand2b_1	4
fa_1	6
a21oi_1	35
mux2_2	7
xor2_1	13
o21ai_1	9
a2111oi_0	5
xnor2_1	27
o21bai_1	3
a221o_1	3
nand2_1	22
and3_1	8
inv_1	27
buf_4	2
a221oi_1	2
or3_1	2
nand4_1	6
[power groups by stage]
| stage | Sequential (mW) | Clock, mW | Combinational, mW |
|---|---|---|---|
| 6_report | 0.0649 | 0.131 | 0.0435 |
| 5_1_grt | 0.0647 | 0.141 | 0.0498 |
| 4_1_cts | 0.0648 | 0.136 | 0.0445 |
[logic make-up after synthesis]
group                    synth area share
AND-OR/OR-AND                       0.155
XOR/XNOR                           0.0748
adder cells (fa/ha/maj)             0.175
buffers and inverters              0.0270
flip-flops                          0.433
latches                           0.00321
multiplexers                       0.0190
AND/OR/NAND/NOR                     0.113
[metal layers]
| metal | track usage | share of wire | vias to the layer above |
|---|---|---|---|
| met5 | 0 | 0 | - |
| met4 | 0.0218 | 0.0098 | 0 |
| met3 | 0.0491 | 0.042 | 7 |
| met2 | 0.285 | 0.46 | 53 |
| met1 | 0.273 | 0.49 | 1441 |
| li1 | - | - | 1634 |
[final timing paths]
kind / end / from / cells after the start
setup / recovery: clken_latched / clkdiv[0] / 3
hold / removal: msb_z3 / msb_z2 / 0
setup reg to reg: clken_latched / clkdiv[0] / 3
hold reg to reg: msb_z3 / msb_z2 / 0
max in group gated: clock gate / clken_latched / 0
max in group asynchronous: pwm_shift[3] / rst_n / 2
min in group gated: clock gate / clken_latched / 0
min in group asynchronous: msb_z3 / rst_n / 1
